===== /design/flow/config.mk =====
export PLATFORM = sky130hd
export DESIGN_NAME = top
export DESIGN_NICKNAME = top
export VERILOG_FILES = /design/flow/design.v
export SDC_FILE = /design/flow/constraint.sdc
export NUM_CORES = 4
export LEC_CHECK = 1
export CORE_UTILIZATION = 30
export SYNTH_MEMORY_MAX_BITS = 65536

===== /design/flow/constraint.sdc =====
current_design top

set clk_period 15.4
set clk_io_pct 0.2

create_clock -name clk0 -period $clk_period [get_ports {clk}]

set non_clock_inputs [all_inputs -no_clocks]
set_input_delay [expr $clk_period * $clk_io_pct] -clock clk0 $non_clock_inputs
set_output_delay [expr $clk_period * $clk_io_pct] -clock clk0 [all_outputs]

===== /design/flow/design.v =====
module ALU #(
    parameter WIDTH = 8
)(
    input logic signed [WIDTH-1:0] in1, in2,
    input logic [1:0] op,
    input logic invalid_data,
    output logic signed [2*WIDTH-1:0] out,
    output logic zero,
    output logic error
);
always_comb
begin
    if (invalid_data || ((op==2'b11)&&(in2==0)))  
        error = 1;
    else
        error = 0;
end
always_comb
begin
    case (op)
        2'b00: out = (!error)?in1+in2:-1;
        2'b01: out = (!error)?in1-in2:-1;
        2'b10: out = (!error)?in1*in2:-1;
        2'b11: out = (!error)?in1/in2:-1; 
        default: out = -1;
    endcase
end
always_comb
begin
    if (out==0)
        zero = 1;
    else
        zero = 0;
end
endmodule
module control (
    input logic clk, rst, p_error,
    input logic [6:0] cmd_in,
    output logic aluin_reg_en, datain_reg_en, aluout_reg_en,
    output logic memoryWrite, memoryRead, selmux2,
    output logic invalid_data,
    output logic [1:0] in_select_a, in_select_b,
    output logic [1:0] opcode
);
    typedef enum logic [1:0]{INIT,FETCH,EXECUTE,STORE} state_type;
    state_type state, nextstate;
    always_comb
        case (state)
            INIT: nextstate = FETCH;
            FETCH: nextstate = EXECUTE;
            EXECUTE: nextstate = STORE;
            STORE: nextstate = FETCH;
            default: nextstate = INIT;
        endcase
    always_ff@(posedge clk or posedge rst)
        if(rst)
            state <= INIT;
        else
            state <= nextstate;
    always_comb
        case (state)
            INIT:   begin
                        aluin_reg_en = 1'b0;
                        aluout_reg_en = 1'b0;
                        datain_reg_en = 1'b1;  
                        memoryWrite = 1'b0;
                        memoryRead = 1'b0;
                        selmux2 = 1'd0;
                        invalid_data = 1'd0;
                        in_select_a = 2'd0;
                        in_select_b = 2'd0;
                        opcode = 2'd0;
                    end
            FETCH:  begin
                        aluin_reg_en = ((cmd_in==3'b111)||(cmd_in==3'b100))?1'b0:1'b1;  
                        aluout_reg_en = 1'b0;
                        datain_reg_en = 1'b0;
                        memoryWrite = 1'b0;
                        memoryRead = 1'b0;
                        selmux2 = 1'd0;
                        invalid_data = 1'd0;
                        in_select_a = cmd_in[6:5];
                        in_select_b = cmd_in[4:3];
                        opcode = 2'd0;
                    end
            EXECUTE:begin
                        if (!cmd_in[2])  
                        begin
                            aluin_reg_en = 1'b0;
                            aluout_reg_en = ((cmd_in[2:0]==3'b111)||(cmd_in[2:0]==3'b100))?1'b0:1'b1;  
                            datain_reg_en = 1'b0;
                            memoryWrite = 1'b0;
                            memoryRead = 1'b0;
                            selmux2 = 1'd0;
                            invalid_data = ((cmd_in[6:5]==2'b11)||(cmd_in[4:3]==2'b11))?p_error:1'b0;
                            in_select_a = 2'd0;
                            in_select_b = 2'd0;
                            opcode = cmd_in[1:0];
                        end
                        else
                        begin
                            if (cmd_in[2:0]==3'b111 || cmd_in[2:0]==3'b100)  
                            begin
                                aluin_reg_en = 1'b0;
                                aluout_reg_en = 1'b0;
                                datain_reg_en = 1'b0;
                                memoryWrite = 1'd0;
                                memoryRead = 1'd0;
                                selmux2 = 1'd0;
                                invalid_data = 1'b0;
                                in_select_a = 2'd0;
                                in_select_b = 2'd0;
                                opcode = 2'd0;
                            end
                            else
                            begin  
                                aluin_reg_en = 1'b0;
                                aluout_reg_en = ((cmd_in[2:0]==3'b111)||(cmd_in[2:0]==3'b100)||cmd_in[1])?1'b0:1'b1;  
                                datain_reg_en = 1'b0;
                                memoryWrite = cmd_in[1];
                                memoryRead = cmd_in[0];
                                selmux2 = 1'b1;
                                invalid_data = 1'b0;
                                in_select_a = 2'd0;
                                in_select_b = 2'd0;
                                opcode = 2'd0;
                            end
                        end
                    end
            STORE:  begin
                        aluin_reg_en = 1'b0;
                        aluout_reg_en = 1'b0;
                        datain_reg_en = 1'b1;  
                        memoryWrite = 1'b0;
                        memoryRead = 1'b0;
                        selmux2 = 1'd0;
                        invalid_data = 1'd0;
                        in_select_a = 2'd0;
                        in_select_b = 2'd0;
                        opcode = 2'd0;
                    end      
            default:begin
                        aluin_reg_en = 1'b0;
                        aluout_reg_en = 1'b0;
                        datain_reg_en = 1'b1;  
                        memoryWrite = 1'b0;
                        memoryRead = 1'b0;
                        selmux2 = 1'd0;
                        invalid_data = 1'd0;
                        in_select_a = 2'd0;
                        in_select_b = 2'd0;
                        opcode = 2'd0;
                    end
        endcase
endmodule
module memory #(
    parameter WIDTH = 8
)(
    input logic clk, memoryWrite, memoryRead,
    input logic [2*WIDTH-1:0] memoryWriteData,
    input logic [7:0] memoryAddress,
    output logic [2*WIDTH-1:0] memoryOutData
);
logic [2*WIDTH:0] mem [255:0];
assign memoryOutData = (memoryRead && !memoryWrite)? mem[memoryAddress]:0;
logic [2*WIDTH-1:0] mem_next;
always_comb
begin
    if (memoryWrite && !memoryRead)
        mem_next = memoryWriteData;
    else
        mem_next = mem[memoryAddress];
end
always_ff@(posedge clk)
begin
    mem[memoryAddress] <= mem_next;
end
endmodule
module mux4 #(
	parameter WIDTH= 8
	)(
	input logic [WIDTH-1:0]	din1, din2, din3, din4,
	input logic [1:0]		select,
	output logic [WIDTH-1:0] 	dout
);
always_comb
begin
	case (select)
		2'b00 :	dout = din1;
		2'b01 :	dout = din2;
		2'b10 :	dout = din3;
		2'b11 :	dout = din4;
		default: dout = din1;		
	endcase
end
endmodule
module mux4_registered #(
	parameter WIDTH=8
	)(
	input logic clk, rst, wr_en,
	input logic [1:0] sel,
	input logic [WIDTH-1:0] in1, in2, in3, in4,
	output logic [WIDTH-1:0] out
);
logic [WIDTH-1:0] mux4_out;
mux4 #(WIDTH) U1 (.din1(in1),.din2(in2),.din3(in3),.din4(in4),.select(sel),.dout(mux4_out));
register_bank #(WIDTH) U2 (clk, rst, wr_en, mux4_out, out);
endmodule
module register_bank #(
	parameter WIDTH = 8
	)(
	input logic clk,
	input logic rst,
	input logic wr_en,
	input logic [WIDTH-1:0] in,
	output logic [WIDTH-1:0] out
);
always_ff@(posedge clk or posedge rst)
begin
	if (rst)
		out <= 'd0;
	else if (wr_en)
		out <= in;
	else
		out <= out;
end
endmodule
module top #(
    parameter WIDTH = 8
    )(
    input logic clk, rst,
    input logic [6:0] cmdin,
    input logic [WIDTH-1:0] din_1, din_2, din_3,
    output logic [WIDTH-1:0] dout_low, dout_high,
    output logic zero, error
);
logic [6:0] datain;
logic [2*WIDTH-1:0] alu_out_reg;
logic selmux2;
logic [WIDTH-1:0] mux_a_out;
logic [WIDTH-1:0] mux_b_out;
logic [2*WIDTH-1:0] mux2_out;
logic [1:0] opcode;
logic invalid_data;
logic [2*WIDTH-1:0] alu_out;
logic [2*WIDTH-1:0] memoryOutData;
logic [1:0] in_select_a, in_select_b;
logic aluin_reg_en, aluout_reg_en, datain_reg_en, 
        zero_flag, error_flag, zero_flag_out,error_flag_out,
        memoryWrite, memoryRead;
assign zero = zero_flag_out;
assign error = error_flag_out;
assign dout_low = alu_out_reg[WIDTH-1:0];
assign dout_high = alu_out_reg[2*WIDTH-1:WIDTH];
control ctrl_inst (
    .clk(clk),
    .rst(rst),
    .p_error(error_flag_out),
    .cmd_in(datain),  
    .aluin_reg_en(aluin_reg_en),
    .datain_reg_en(datain_reg_en),
    .aluout_reg_en(aluout_reg_en),
    .memoryWrite(memoryWrite),
    .memoryRead(memoryRead),
    .selmux2(selmux2),
    .invalid_data(invalid_data),
    .in_select_a(in_select_a),  
    .in_select_b(in_select_b),  
    .opcode(opcode)        
);
register_bank #(7) datain_reg (  
	.clk(clk),
	.rst(rst),
	.wr_en(datain_reg_en),
	.in(cmdin),	 
	.out(datain)	 
);
register_bank #(2*WIDTH) aluout_reg (
	.clk(clk),
	.rst(rst),
	.wr_en(aluout_reg_en),
	.in(mux2_out),	 
	.out(alu_out_reg)	 
);
register_bank #(2) flags_reg (
	.clk(clk),
	.rst(rst),
	.wr_en(aluout_reg_en),
	.in({zero_flag,error_flag}),	 
	.out({zero_flag_out,error_flag_out})	 
);
mux4_registered #(WIDTH) mux_a_reg (
	.clk(clk),
	.rst(rst),
	.wr_en(aluin_reg_en),
	.sel(in_select_a),	 
	.in1(din_1),	 
	.in2(din_2),	 
	.in3(din_3),	 
	.in4(alu_out_reg[2*WIDTH-1:WIDTH]),	 
	.out(mux_a_out)	 
);
mux4_registered #(WIDTH) mux_b_reg (
	.clk(clk),
	.rst(rst),
	.wr_en(aluin_reg_en),
	.sel(in_select_b),	 
	.in1(din_1),	 
	.in2(din_2),	 
	.in3(din_3),	 
	.in4(alu_out_reg[WIDTH-1:0]),	 
	.out(mux_b_out)	 
);
assign mux2_out = (selmux2)?alu_out:memoryOutData;
ALU #(WIDTH) ALU_inst (
    .in1(mux_a_out),  
    .in2(mux_b_out),  
    .op(opcode),   
    .invalid_data(invalid_data),
    .out(alu_out),  
    .zero(zero_flag),
    .error(error_flag)
);
memory #(WIDTH) mem_inst (
    .clk(clk),
    .memoryWrite(memoryWrite),
    .memoryRead(memoryRead),
    .memoryWriteData(alu_out_reg),   
    .memoryAddress(din_1),       
    .memoryOutData(memoryOutData)     
);
endmodule

===== /design/flow/run.sh =====
#!/bin/bash
# OpenROAD 26Q1-2900-gdf79404cd8, Yosys 0.63+post, stock flow scripts
make -C /OpenROAD-flow-scripts/flow DESIGN_CONFIG=/design/flow/config.mk WORK_HOME=/design/flow/orfs finish

==> deck_impl_summary.md <==
Run Summary

Placement
  – RePlAce Congestion: 1.02
  – I/O Buffers: 50
  – HPWL after DPL: 125000 um
  – Post-Place Setup Slack: -44630 ps
  – Dpl cells: 8679

Worst setup path
  – CP dominant cell by count: buf_4
  – Critical path startpoint category: flop
  – CP max stage cell: or4_4
  – Crit-path max FO: 12
  – Worst Path Class, Setup: flop to flop
  – Critical Path Sink Type: flop
  – R2r worst-path depth: 284
  – Worst reg2reg path startpoint: mux_b_reg.U2.out[0]
  – Worst path required time: between 15000 and 20000 ps
  – CP Data Arrival Time: 56300 ps
  – R2R Setup Slk: -40670 ps
  – Delay of the slowest critical-path stage: 550 ps
  – R2r endpoint: flags_reg.out[1]

Die
  – Std-Cell Rows: 124
  – Die H: 342 um
  – Die area: approximately 120000 um2
  – Total core area: 114000 um2
  – Fp util: 30.3%
  – Boundary pin count: 51
  – Die X: 342 um

Synthesis
  – EDFF count, synth: 0
  – Mapped Cells: between 4000 and 5000
  – Share of the synthesized area in the top cell type: around a fifth
  – Ys cells: 4955
  – Yosys stat area: 34600 um2
  – Yosys warns: 8
  – Register share after synthesis: approximately 3.3%
  – Cell taking the most area after synthesis: ha_1
  – Ys async rst share: 100%
  – Unique cell types: 99
  – Yosys reg bits: 45
  – Top cells by area: ha_1 (21%), a21oi_1 (6.6%), xnor2_1 (6.0%)
  – Mapped Area: approximately 35000 um2
  – Dominant flop cell: dfrtp_1
  – Synthesized area per cell: ~7 um2

CTS
  – Clk sinks: ~45
  – Clock tree buffer depth: 2
  – Clock latency on the worst-skew pair: 300 ps
  – Total CTS buffers: 5
  – CTS root buffer: clkbuf_16
  – TritonCTS clock tree: done
  – Clk slew on worst S/H paths: roughly 70 ps
  – CTS H-tree depth: 2

Final timing
  – Minimum clock period: 56070 ps
  – Clock Skew: ~8.9 ps
  – RSZ-0062 raised after global routing: yes
  – Final WS setup: -40670 ps
  – Endpoints failing setup: 16
  – Max Slew Vio Count: 0
  – Max_slew headroom: 39.1%
  – Fin crit share: 364%
  – Maximum clock frequency: 17.8 MHz
  – Final hold viol count: 0
  – Min Hold Slack: 400 ps
  – Worst Max-Slew Pin Slew: 902 ps

Finish
  – Fill cell count: 9425
  – Logic cell area: a little under 40000 um2
  – Fin util: 55.7%
  – Reg area: 1130 um2
  – Proportion of layout cells with a drive suffix above 1: 46.0%
  – Syn-to-layout area delta: 83.9%
  – Final Non-Filler Cells: 9151

Global route
  – Gr usage total: 26.0%
  – Vias in the first global route: 44400
  – Global route total overflow: 0
  – First-pass GRT wire length: 240000 um
  – Largest net degree at the start of global routing: ~46
  – Initial antenna violation count: 4

Run status
  – Outcome: finished, violations left
  – Failing checks: negative setup slack

Hold path
  – Hold depth: 0
  – Worst Hold Class: flop to flop
  – Hold_sp: ctrl_inst.state[1]
  – Worst Hold Path EP: ctrl_inst.state[3]

Route
  – Remaining DRCs: 0
  – Drt initial violations: about 2500
  – Detailed Routing Iterations Pass 1: 5
  – Vias per cell: between 5 and 6
  – Routed Antenna Nets: 0
  – N_diodes: 0
  – Routed Wire Length: 158000 um
  – Drt wl/cell: 17.3 um
  – Via count: 47400

Run
  – Number of max-cap violations: 0
  – Tool Warnings: 38
==> how the worst max path moves through the flow <==
| stage | startpoint | endpoint |
|---|---|---|
| finish | mux_b_reg.U2.out[0] | flags_reg.out[1] |
| global route | mux_b_reg.U2.out[1] | flags_reg.out[1] |
| CTS | mux_b_reg.U2.out[0] | flags_reg.out[1] |
==> cells in the mapped netlist (13+ instances only) <==
| library cell | count |
|---|---|
| buf_2 | 19 |
| nand3_1 | 100 |
| a21o_1 | 148 |
| o21ai_0 | 288 |
| dfrtp_1 | 44 |
| a2111oi_0 | 20 |
| buf_1 | 23 |
| o22ai_1 | 21 |
| nor2_1 | 488 |
| a221o_1 | 17 |
| nand2b_1 | 50 |
| nor4_1 | 18 |
| xnor2_1 | 239 |
| o221ai_1 | 22 |
| a22oi_1 | 21 |
| nand4_1 | 58 |
| a211oi_1 | 68 |
| mux2i_1 | 45 |
| or2_2 | 41 |
| a31o_2 | 23 |
| nand3b_1 | 13 |
| and2_1 | 50 |
| inv_1 | 241 |
| a21oi_1 | 454 |
| nand2_1 | 521 |
| a221oi_1 | 20 |
| or3_1 | 63 |
| mux2_2 | 59 |
| nor2b_1 | 54 |
| ha_1 | 577 |
| a211o_1 | 26 |
| a21boi_0 | 23 |
| clkbuf_1 | 138 |
| o21bai_1 | 47 |
| nor3_1 | 137 |
| and3_1 | 50 |
| o31ai_1 | 44 |
| a31oi_1 | 69 |
| o21a_1 | 128 |
| xor2_1 | 120 |
| o211ai_1 | 54 |
| o31a_1 | 16 |
| fa_1 | 57 |
==> through the flow <==
stage	setup TNS (ps)	area, um2
2_1_floorplan	-601900	38700
3_3_place_gp	-706820	55100
3_5_place_dp	-709210	55100
4_1_cts	-635780	60500
5_1_grt	-678710	63700
6_report	-645110	63700
==> critical path: cells and delay by family (launching register included) <==
| kind | cells | cell delay, ps |
|---|---|---|
| buffers and inverters | 61 | 8370 |
| AOI/OAI and AO/OA | 123 | 25890 |
| muxes | 5 | 1590 |
| adders and majority gates | 28 | 7000 |
| and+or+nand+nor | 67 | 12620 |
| DFF | 1 | 390 |
==> logic make-up (layout without fill, tap and decap cells) <==
logic type	count (synthesis)	in the layout	synth area share [%]
flops	45	45	3.25
buf+inv	427	2786	4.74
xor+xnor	359	359	9.08
simple gates	1696	1697	22.9
other cells	2	325	0.0217
fa+ha+maj	634	634	24.1
compound gates	1684	1685	32.5
mux	108	108	3.38
==> registers in the layout, summed over array words and instances (netlist names) <==
| signal | count |
|---|---|
| mux_a_reg.U2.out | 8 |
| flags_reg.out | 2 |
| mux_b_reg.U2.out | 8 |
| datain_reg.out | 7 |
| aluout_reg.out | 16 |
| ctrl_inst.state | 4 |
==> per-layer routing <==
layer	wire [um]	vias to the layer above	GRT usage, %
met3	8600	321	3.28
met2	73700	1261	43.9
met5	11	-	0
met1	69500	22300	34.2
met4	6540	2	8.34
li1	-	23500	-
==> cell type report <==
class,count,share of cell area (%)
Sequential cell,45,1.77
Timing Repair Buffer,2533,31.4
Clock buffer,6,0.218
Tap cell,1512,2.97
Inverter,245,1.46
Multi-Input combinational cell,4808,62.1
Clock inverter,2,0.0589
==> placed cells by master (no fill, tap or decap), types with 47 or more instances in the layout <==
cell type        instances
nor2b_1                 48
inv_1                  222
nand2_1                460
clkdlybuf4s50_1         50
nor2_1                 431
o211ai_1                54
o21ai_1                 47
a21oi_2                117
nand4_1                 58
o21ai_0                192
buf_4                 2346
a21o_1                 146
buf_6                   92
or3_1                   48
ha_1                   414
conb_1                 325
xor2_1                 117
nand2_2                 47
a21oi_1                313
o21a_1                 124
ha_4                   144
nand3_1                 80
nor3_1                 115
xnor2_1                229
fa_1                    57
==> repair_timing <==
action / in CTS / in global routing
setup buffers: 333 / 143
endpoints found under the setup margin: 16 / 16
pin swaps: 418 / 341
gates resized: 565 / 396
cloned: 2 / 8
hold buffers: 0 / 0
